===== /design/flow/design.v =====
module SingleCycleMIPS(clk,
                       rst_n,
                       IR_addr,
                       IR,
                       ReadDataMem,
                       CEN,
                       WEN,
                       A,
                       Data2Mem,
                       OEN);
input         clk, rst_n;
input  [31:0] IR;
output [31:0] IR_addr;
input  [31:0] ReadDataMem;
output        CEN;
output        WEN;
output  [6:0] A;
output [31:0] Data2Mem;
output        OEN;
wire [5:0] OP;
wire [4:0] RS;
wire [4:0] RT;
wire [4:0] RD;
wire [4:0] SHAMT;
wire [31:0] SHAMT_EXT;
wire [5:0] FUNCT;
wire signed [15:0] IMME;
wire signed [31:0] IMME_EXT;
wire [25:0] ADDR;
wire Jump;
wire JumpReg;
wire StoreRA;
wire Branch;
wire RegDst;
wire RegWrite;
wire MemRead;
wire Mem2Reg;
wire MemWrite;
wire [1:0] ALUSrc;
wire [1:0] ALUOp;
wire [3:0] ALUCtrl;
wire signed [31:0] ALUResult;
wire Zero;
reg signed [31:0] REG [0:31];
reg signed [31:0] n_REG [0:31];
reg  [31:0] IR_addr;
wire [31:0] n_IR_addr;
wire [31:0] IR_addr_plus_4;
wire signed [31:0] ReadData1, ReadData2;
wire [31:0] Data2Mem;
wire [6:0] A;
wire CEN;
wire WEN;
wire OEN;
wire [4:0] WriteRegister;
wire [31:0] WriteData;
integer num;
integer i;
assign OP    = IR[31:26];
assign RS    = IR[25:21];
assign RT    = IR[20:16];
assign RD    = IR[15:11];
assign SHAMT = IR[10:6];
assign FUNCT = IR[5:0];
assign IMME  = IR[15:0];
assign ADDR  = IR[25:0];
assign WriteRegister = (RegDst)? RD : (StoreRA)? 5'b11111 : RT;
assign WriteData     = (Mem2Reg)? ReadDataMem : (StoreRA)? IR_addr_plus_4 : ALUResult;
assign A             = ALUResult[8:2];
Ctrl control(
         .OP(OP),
         .FUNCT(FUNCT),
         .Jump(Jump),
         .JumpReg(JumpReg),
         .StoreRA(StoreRA),
         .Branch(Branch),
         .RegDst(RegDst),
         .RegWrite(RegWrite),
         .MemRead(MemRead),
         .Mem2Reg(Mem2Reg),
         .MemWrite(MemWrite),
         .ALUSrc(ALUSrc),
         .ALUOp(ALUOp),
         .CEN(CEN),
         .OEN(OEN),
         .WEN(WEN)
     );
ALU alu(
        .ReadData1(ReadData1),
        .ReadData2(ReadData2),
        .SHAMT_EXT(SHAMT_EXT),
        .IMME_EXT(IMME_EXT),
        .ALUSrc(ALUSrc),
        .ALUCtrl(ALUCtrl),
        .ALUResult(ALUResult),
        .Zero(Zero)
    );
ALUCtrl alucontrol(
            .ALUOp(ALUOp),
            .FUNCT(FUNCT),
            .ALUCtrl(ALUCtrl)
        );
IRCal PC(
          .IR_addr(IR_addr),
          .ADDR(ADDR),
          .Jump(Jump),
          .JumpReg(JumpReg),
          .ReadData1(ReadData1),
          .IMME_EXT(IMME_EXT),
          .Branch(Branch),
          .Zero(Zero),
          .IR_addr_plus_4(IR_addr_plus_4),
          .n_IR_addr(n_IR_addr)
      );
SignExt sign_extension(
            .IMME(IMME),
            .IMME_EXT(IMME_EXT)
        );
UnsignExt unsign_extension(
              .SHAMT(SHAMT),
              .SHAMT_EXT(SHAMT_EXT)
          );
assign ReadData1 = (OP == 0 && (FUNCT == 0 || FUNCT == 2))? REG[RT] : REG[RS];
assign ReadData2 = REG[RT];
assign Data2Mem  = REG[RT];
always@(*)begin
    for(num = 0; num <= 31; num = num + 1)begin
        if (num == WriteRegister && RegWrite == 1'b1)begin
            n_REG[num] = WriteData;
        end else begin
            n_REG[num] = REG[num];
        end
    end
end
always@(posedge clk)begin
    if (rst_n)begin
        for(i = 0; i <= 31; i = i + 1)begin
            REG[i] <= n_REG[i];
        end
        IR_addr <= n_IR_addr;
    end else begin
        for(i = 0; i <= 31; i = i + 1)begin
            REG[i] <= 32'd0;
        end
        IR_addr <= 32'd0;
    end
end
endmodule
    module Ctrl(OP, FUNCT, Jump, JumpReg, StoreRA, Branch, RegDst, RegWrite, MemRead, Mem2Reg, MemWrite, ALUSrc, ALUOp,CEN ,OEN, WEN);
input  wire [5:0] OP;
input  wire [5:0] FUNCT;
output reg  Jump;
output reg  JumpReg;
output reg  StoreRA;
output reg  Branch;
output reg  RegDst;
output reg  RegWrite;
output reg  MemRead;
output reg  Mem2Reg;
output reg  MemWrite;
output reg  [1:0] ALUSrc;
output reg  [1:0] ALUOp;
output reg CEN;
output reg OEN;
output reg WEN;
parameter R_FORMAT = 6'h00;
parameter ADDI     = 6'h08;
parameter BEQ      = 6'h04;
parameter BNE      = 6'h05;
parameter JMP      = 6'h02;
parameter JAL      = 6'h03;
parameter LW       = 6'h23;
parameter SW       = 6'h2B;
always@(*)begin
    case(OP)
        R_FORMAT: begin
            RegDst  = 1'b1;
            Jump    = 1'b0;
            Branch  = 1'b0;
            MemRead = 1'b0;
            Mem2Reg = 1'b0;
            if (FUNCT == 6'h08) begin
                JumpReg  = 1'b1;
                RegWrite = 1'b0;
            end else begin
                JumpReg  = 1'b0;
                RegWrite = 1'b1;
            end
            StoreRA  = 1'b0;
            MemWrite = 1'b0;
            if (FUNCT == 6'h0 || FUNCT == 6'h2)
                ALUSrc = 2'b11;
            else
                ALUSrc = 2'b00;
            ALUOp  = 2'b10;
            CEN    = 1'b1;
            OEN = 1'b0;
            WEN = 1'b1;
        end
        ADDI: begin
            RegDst   = 1'b0;
            Jump     = 1'b0;
            Branch   = 1'b0;
            RegWrite = 1'b1;
            MemRead  = 1'b0;
            Mem2Reg  = 1'b0;
            JumpReg  = 1'b0;
            StoreRA  = 1'b0;
            MemWrite = 1'b0;
            ALUSrc   = 2'b01;
            ALUOp    = 2'b00;
            CEN      = 1'b1;
            OEN = 1'b0;
            WEN = 1'b1;
        end
        BEQ: begin
            RegDst   = 1'b0;
            Jump     = 1'b0;
            Branch   = 1'b1;
            RegWrite = 1'b0;
            MemRead  = 1'b0;
            Mem2Reg  = 1'b0;
            JumpReg  = 1'b0;
            StoreRA  = 1'b0;
            MemWrite = 1'b0;
            ALUSrc   = 2'b00;
            ALUOp    = 2'b01;
            CEN      = 1'b1;
            OEN = 1'b0;
            WEN = 1'b1;
        end
        BNE: begin
            RegDst   = 1'b0;
            Jump     = 1'b0;
            Branch   = 1'b1;
            RegWrite = 1'b0;
            MemRead  = 1'b0;
            Mem2Reg  = 1'b0;
            JumpReg  = 1'b0;
            StoreRA  = 1'b0;
            MemWrite = 1'b0;
            ALUSrc   = 2'b00;
            ALUOp = 2'b11;
            CEN   = 1'b1;
            OEN = 1'b0;
            WEN = 1'b1;
        end
        JMP: begin
            RegDst   = 1'b0;
            Jump     = 1'b1;
            Branch   = 1'b0;
            RegWrite = 1'b0;
            MemRead  = 1'b0;
            Mem2Reg  = 1'b0;
            JumpReg  = 1'b0;
            StoreRA  = 1'b0;
            MemWrite = 1'b0;
            ALUSrc = 2'b00;
            ALUOp  = 2'b00;
            CEN    = 1'b1;
            OEN = 1'b0;
            WEN = 1'b1;
        end
        JAL: begin
            RegDst = 1'b0;
            Jump   = 1'b1;
            Branch = 1'b0;
            RegWrite = 1'b1;
            StoreRA  = 1'b1;
            MemRead  = 1'b0;
            Mem2Reg  = 1'b0;
            JumpReg  = 1'b0;
            MemWrite = 1'b0;
            ALUSrc = 2'b00;
            ALUOp  = 2'b00;
            CEN    = 1'b1;
            OEN = 1'b0;
            WEN = 1'b1;
        end
        LW: begin
            RegDst   = 1'b0;
            Jump     = 1'b0;
            Branch   = 1'b0;
            RegWrite = 1'b1;
            MemRead  = 1'b0;
            Mem2Reg  = 1'b1;
            JumpReg  = 1'b0;
            StoreRA  = 1'b0;
            MemWrite = 1'b0;
            ALUSrc   = 2'b01;
            ALUOp    = 2'b00;
            CEN      = 1'b0;
            OEN      = 1'b0;
            WEN      = 1'b1;
        end
        SW: begin
            RegDst   = 1'b0;
            Jump     = 1'b0;
            Branch   = 1'b0;
            RegWrite = 1'b0;
            MemRead  = 1'b0;
            Mem2Reg  = 1'b0;
            JumpReg  = 1'b0;
            StoreRA  = 1'b0;
            MemWrite = 1'b1;
            ALUSrc   = 2'b01;
            ALUOp    = 2'b00;
            CEN      = 1'b0;
            OEN      = 1'b1;
            WEN      = 1'b0;
        end
        default: begin
            RegDst   = 1'bx;
            Jump     = 1'bx;
            Branch   = 1'bx;
            RegWrite = 1'bx;
            MemRead  = 1'bx;
            Mem2Reg  = 1'bx;
            JumpReg  = 1'bx;
            StoreRA  = 1'bx;
            MemWrite = 1'bx;
            ALUSrc   = 2'bxx;
            ALUOp    = 2'bxx;
            CEN      = 1'bx;
            OEN      = 1'bx;
            WEN      = 1'bx;
        end
    endcase
end
endmodule
    module ALU(ReadData1, ReadData2, SHAMT_EXT, IMME_EXT, ALUSrc, ALUCtrl, ALUResult, Zero);
input wire signed [31:0] ReadData1;
input wire signed [31:0] ReadData2;
input        wire [31:0] SHAMT_EXT;
input wire signed [31:0] IMME_EXT;
input        wire [1:0] ALUSrc;
input wire signed [3:0]  ALUCtrl;
output reg signed [31:0] ALUResult;
output       wire Zero;
reg        signed [31:0] SecondData;
assign Zero = (ReadData1 == SecondData)? ((ALUCtrl[0]) ? 1'b0 : 1'b1) : ((ALUCtrl[0]) ? 1'b1 :1'b0);
always@(*) begin
    case(ALUSrc)
        2'b00:
            SecondData = ReadData2;
        2'b01:
            SecondData = IMME_EXT;
        2'b11:
            SecondData = SHAMT_EXT;
        default:
            SecondData = 32'bX;
    endcase
    case(ALUCtrl)
        4'b0000:
            ALUResult = ReadData1 & SecondData;
        4'b0001:
            ALUResult = ReadData1 | SecondData;
        4'b0010:
            ALUResult = ReadData1 + SecondData;
        4'b0110:
            ALUResult = ReadData1 - SecondData;
        4'b0111:
            if (ReadData1 - SecondData < 0)begin
                ALUResult = 32'd1;
            end else begin
                ALUResult = 32'd0;
            end
        4'b1100:
            ALUResult = ~(ReadData1 | SecondData);
        4'b1111:
            ALUResult = ReadData1 << SecondData;
        4'b1110:
            ALUResult = ReadData1 >> SecondData;
        default:
            ALUResult = 32'bX;
    endcase
end
endmodule
    module ALUCtrl(ALUOp, FUNCT, ALUCtrl);
input wire [1:0] ALUOp;
input wire [5:0] FUNCT;
output reg [3:0] ALUCtrl;
reg        [7:0] Concat;
always@(*) begin
    Concat = {ALUOp,FUNCT};
    casex(Concat)
        8'b00xxxxxx:
            ALUCtrl = 4'b0010;
        8'b01xxxxxx:
            ALUCtrl = 4'b0110;
        8'b10100000:
            ALUCtrl = 4'b0010;
        8'b10100010:
            ALUCtrl = 4'b0110;
        8'b10100100:
            ALUCtrl = 4'b0000;
        8'b10100101:
            ALUCtrl = 4'b0001;
        8'b10101010:
            ALUCtrl = 4'b0111;
        8'b10000000:
            ALUCtrl = 4'b1111;
        8'b10000010:
            ALUCtrl = 4'b1110;
        8'b11xxxxxx: begin
            ALUCtrl = 4'b0111;
        end
        default: begin
            ALUCtrl = 4'bXXXX;
        end
    endcase
end
endmodule
    module IRCal(IR_addr, ADDR, Jump, JumpReg, ReadData1, IMME_EXT, Branch, Zero, IR_addr_plus_4, n_IR_addr);
input wire [31:0] IR_addr;
input wire [25:0] ADDR;
input wire [31:0] ReadData1;
input wire Jump, JumpReg;
input wire [31:0] IMME_EXT;
input wire Branch, Zero;
output wire [31:0] IR_addr_plus_4;  
output wire [31:0] n_IR_addr;
wire [31:0] IMME_EXT_Shift_2;  
wire [31:0] Jump_addr;         
wire [31:0] Branch_addr;       
assign IR_addr_plus_4   = IR_addr + 4;
assign IMME_EXT_Shift_2 = {IMME_EXT[29:0], 2'b00};
assign Jump_addr        = {IR_addr[31:28], ADDR, 2'b00};
assign Branch_addr      = IMME_EXT_Shift_2 + IR_addr_plus_4;
assign n_IR_addr        = (Jump | JumpReg)? ((Jump)? Jump_addr : ReadData1) : ((Branch & Zero)? Branch_addr : IR_addr_plus_4);
endmodule
    module SignExt(IMME, IMME_EXT);
input wire signed [15:0] IMME;
output reg signed [31:0] IMME_EXT;
integer i;
always@(*)begin
    for(i = 0; i <= 31; i = i + 1)begin
        if (i >= 16)begin
            IMME_EXT[i] = IMME[15];
        end else begin
            IMME_EXT[i] = IMME[i];
        end
    end
end
endmodule
    module UnsignExt(SHAMT, SHAMT_EXT);
input wire [4:0] SHAMT;
output reg [31:0] SHAMT_EXT;
integer i;
always@(*)begin
    for(i = 5; i <= 31; i = i + 1) begin
        SHAMT_EXT[i] = 1'b0;
    end
    SHAMT_EXT[4:0] = SHAMT;
end
endmodule

===== /design/flow/run.sh =====
#!/bin/bash
# OpenROAD 26Q1-2900-gdf79404cd8, Yosys 0.63+post, stock flow scripts
make -C /OpenROAD-flow-scripts/flow DESIGN_CONFIG=/design/flow/config.mk WORK_HOME=/design/flow/orfs finish

===== /design/flow/config.mk =====
export PLATFORM = sky130hd
export DESIGN_NAME = SingleCycleMIPS
export DESIGN_NICKNAME = SingleCycleMIPS
export VERILOG_FILES = /design/flow/design.v
export SDC_FILE = /design/flow/constraint.sdc
export NUM_CORES = 4
export LEC_CHECK = 1
export CORE_UTILIZATION = 40

===== /design/flow/constraint.sdc =====
current_design SingleCycleMIPS

set clk_period 31.5
set clk_io_pct 0.2

create_clock -name clk0 -period $clk_period [get_ports {clk}]

set non_clock_inputs [all_inputs -no_clocks]
set_input_delay [expr $clk_period * $clk_io_pct] -clock clk0 $non_clock_inputs
set_output_delay [expr $clk_period * $clk_io_pct] -clock clk0 [all_outputs]

==> deck_impl_summary.md <==
Run Summary

Run status
  – Status: complete, no violations

Final timing
  – Final period util: 65.4%
  – Minimum clock period: 20610 ps
  – Worst Skew: 107 ps
  – Post-route setup TNS: 0 ps
  – Slew HR: 9.62%
  – RSZ-0062 raised after global routing: false
  – Worst-margin pin slew: 1350 ps
  – Final setup fails: 0
  – Max Clk Rate: 48.5 MHz
  – Hold Violations, Final: 0
  – Max Slew Vio Count: 0

Worst hold path
  – Hold Path Class: reg2reg

Worst setup path
  – Crit path DAT: 14310 ps
  – Critical path endpoint category: output port
  – Crit path top cell by count: buf_4
  – Req. time, crit path: 25200 ps
  – CP Launch Type: primary input
  – CP cell instances: buf_4 > buf_4 > nand2b_1 > nor2_2 > buf_4 > a22oi_1 > nand4_1 > nor4_1 > buf_4 > o31a_2 > buf_4 > inv_2 > fa_1 > a21o_1 > a21oi_1 > o21ai_0 > a31oi_1 > o22ai_1 > a211oi_1 > o2111a_1 > o221ai_1 > and2_1 > clkdlybuf4s50_1
  – CP max stage cell: nor4_1
  – Largest stage delay on the critical path: 1070 ps
  – Critical path peak fanout: 31
  – Critical path type: in2out

Synthesis
  – Avg Synthesized Cell Area: 7.50 µm²
  – Yosys Instances: 8548
  – Async S/R FF share, synth: 0%
  – Yosys top cell by area: dfxtp_1
  – XOR Share, Synth: 0.902%
  – Top cells by count: nand3_1, dfxtp_1, clkbuf_1, o21ai_0, nand2_1
  – Comb area leader: AND-OR/OR-AND gates
  – Flip-flops with a built-in enable: 0
  – Max-area cell share: 33.0%
  – Register share after synthesis: 33.0%
  – Adder share: 2.53%
  – Count leader, synth: nand3_1
  – Distinct lib cells: 104
  – AO/OA Area Share: 29.2%
  – Post-synthesis cell count: 8548
  – Top area cell types: dfxtp_1, nand3_1, o21ai_0
  – Simple Share, Synth: 26.6%
  – Top_reg_cell synth: dfxtp_1
  – YS warnings: 8
  – Mapped Area: 64100 µm²
  – Synthesis-stage register bit count: 1056
  – Post-synthesis chip area from yosys: 64100 µm²
  – Synth mux share: 1.31%

Floorplanning
  – Row Count: 146
  – DIE HEIGHT: 402 µm
  – Die W: 402 µm
  – I/O Pins: 140
  – Initial Utilization: 40.4%
  – Placeable core region: 159000 µm²
  – Die area: 162000 µm²

Placement
  – IO Port Bufs: 139
  – RD Place Congestion: 1.18
  – HPWL Detailed: 321 mm
  – Area after DPL: 69000 µm²
  – Placed Cells: 10.3k

Global routing
  – Initial antenna violation count: 74
  – Grt ovf: 0
  – First-pass GRT wire length: 642 mm
  – Vias in the first global route: 75.1k
  – Pin count of the biggest net entering global routing: 109
  – GR Util All Layers: 59.5%

Drt
  – WL/cell: 45.4 µm
  – ANT nets after route: 0
  – Count of TritonRoute iterations in the first routing pass: 15
  – DR iter-0 viols: 14.1k
  – Vias per cell: 7.76
  – Via count: 82.6k
  – Final WL: 483 mm
  – DRC Markers: 0

Power
  – P_leak: 0.0270 µW
  – Power Dens Cells: 48.6 nW/µm²
  – Max IR drop VDD: 0.0529 mV

Clock network
  – Num Clock Sinks: 1056
  – CTS tree: done
  – CTS resizes: 0
  – Largest buffer count on any clock path: 3
  – Clock Latency Late Sink: 840 ps
  – CTS H-Tree Depth: 3
  – Num CTS Buffers: 118
  – Worst-path clk slew: 60 ps
  – # Post-CTS Setup Buffers: 0
  – Clock Root Buffer: clkbuf_16
  – Hold_buf cts: 0

Cells and area
  – Layout Cells excl Fill: 10.6k
  – Post-route cell area: 73400 µm²
  – Share of layout cells above drive strength 1: 11.4%
  – Fillers: 15.6k
  – Area grow syn2layout: 14.4%

Run
  – Max-cap violations: 0
  – Total tool warning count: 95
## worst max-delay path: cells and delay by family
kind | cells | cell delay [ps]
adders and majority gates | 1 | 560
AOI/OAI and AO/OA | 10 | 2290
buffers and inverters | 7 | 2760
and+or+nand+nor | 5 | 2320
## sequential cells by signal, summed over array words and instances, names as in the netlist
register,count
REG,1024
IR_addr,32
## cells by family (layout without fill, tap and decap cells)
kind of cell | Yosys count | count (layout)
and+or+nand+nor | 3395 | 3395
AOI/OAI and AO/OA | 2776 | 2776
DFF | 1056 | 1056
buffers and inverters | 1046 | 961
adders and majority gates | 128 | 128
muxes | 81 | 81
xor gates and xnor gates | 66 | 66
other | 0 | 108
## metal layers
| layer | global-route usage (%) | part of all wire, % | routed length (µm) | vias up |
|---|---|---|---|---|
| met5 | 14.5 | 0.49 | 2390 | - |
| met4 | 51.8 | 12 | 58400 | 63 |
| met3 | 38.9 | 17 | 84000 | 3127 |
| met2 | 76.1 | 37 | 180000 | 8487 |
| met1 | 65.8 | 33 | 159000 | 38800 |
| li1 | - | - | - | 32100 |
## final cells by class
type                            count  area (µm²)  share of cell area [%]
Multi-Input combinational cell   6446       39800                    54.3
Sequential cell                  1056       21100                    28.8
Timing Repair Buffer              614        4930                    6.72
Tap cell                         2072        2590                    3.53
Inverter                          124         473                   0.645
Antenna cell                      108         270                   0.368
Clock buffer                      168        3390                    4.62
Clock inverter                     55         738                    1.01
## where the power goes
part / leakage, µW / internal, µW / switching [µW] / total [µW]
registers: 0.00853 / 1360 / 35.7 / 1400
clock network: 0.00199 / 838 / 653 / 1490
logic: 0.0165 / 158 / 519 / 676
## cell usage in the layout, fill, tap and decap left out, types with 43 or more instances in the layout
| cell type | n |
|---|---|
| a22oi_1 | 414 |
| clkdlybuf4s50_1 | 128 |
| ha_1 | 125 |
| a2111oi_0 | 130 |
| a21oi_1 | 468 |
| clkbuf_16 | 118 |
| nand3_1 | 1072 |
| o21ai_1 | 55 |
| o31ai_1 | 146 |
| mux2i_1 | 60 |
| inv_1 | 117 |
| o21ai_0 | 681 |
| nor4_1 | 112 |
| o211ai_1 | 47 |
| buf_4 | 476 |
| nand2_1 | 627 |
| diode_2 | 108 |
| nor2_2 | 43 |
| nor2_4 | 52 |
| nor2_1 | 453 |
| dfxtp_1 | 1056 |
| and3_1 | 412 |
| a221oi_1 | 64 |
| nor3_1 | 100 |
| a311oi_1 | 73 |
| a211oi_1 | 220 |
| nand4_1 | 203 |
## worst paths after layout
path / start / to / slack (ps) / cells past startpoint
min reg2reg: REG[16][19] / REG[16][19] / 470 / 2
min: REG[16][19] / REG[16][19] / 470 / 2
max: IR[20] / A[6] / 10890 / 23
max reg2reg: REG[29][4] / REG[28][30] / 23090 / 22
## metrics by stage
step	utilization [%]	worst slack [ps]	hold WS (ps)	power [µW]
after CTS	46.0	11630	470	3500
final	46.2	10890	474	3570
after floorplan	-	14030	440	1740
after global placement	43.4	11610	454	2050
after detailed placement	43.4	11680	462	2050
after global routing	46.1	11110	490	3600
Power is estimated from default activity; no workload was simulated.
